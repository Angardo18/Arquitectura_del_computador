## design.v

```verilog
module  prog_cout (input CLK ,input enable ,input [4:0] num_up ,output reg  [4:0] out_num);
   initial 
   out_num = 5'd0;
  always @ (posedge CLK) begin
    if (enable)
        out_num = num_up + out_num;
    else  
        out_num = out_num + 1'b1;
end
endmodule
module tb();
    reg [4:0] comman;
    reg en, clk;
    wire [4:0] count ;
    prog_cout s1(clk,en,comman, count);
    initial begin
    comman = 5'd25; 
    en = 1'b0;   
        $display(" clk  |  enable  |  num up  |  out num ");
        $monitor("%b  %b  %d %d  ",clk,en, comman,count);
        #1 clk = 1'b0; 
        #1 clk = 1'b1; 
        #1 clk = 1'b0; 
        #1 clk = 1'b1; 
        #1 clk = 1'b0; 
        #1 clk = 1'b1; 
        #1 clk = 1'b0; 
        #1 clk = 1'b1; 
        #1 en = 1'b1;
        #1 clk = 1'b0; 
        #1 clk = 1'b1; 
        #1 en = 1'b0;  
        #1 clk = 1'b0; 
        #1 clk = 1'b1;    
        #1 clk = 1'b0; 
        #1 clk = 1'b1; 
        #1 clk = 1'b0; 
        #1 clk = 1'b1;  
    end
endmodule
```

## constraint.sdc

```tcl
current_design prog_cout

set clk_period 1.8
set clk_io_pct 0.2

create_clock -name clk0 -period $clk_period [get_ports {CLK}]

set non_clock_inputs [all_inputs -no_clocks]
set_input_delay [expr $clk_period * $clk_io_pct] -clock clk0 $non_clock_inputs
set_output_delay [expr $clk_period * $clk_io_pct] -clock clk0 [all_outputs]
```

## config.mk

```make
export PLATFORM = sky130hd
export DESIGN_NAME = prog_cout
export DESIGN_NICKNAME = prog_cout
export VERILOG_FILES = /design/flow/design.v
export SDC_FILE = /design/flow/constraint.sdc
export NUM_CORES = 4
export LEC_CHECK = 1
export CORE_AREA = 10 10 70 70
export DIE_AREA = 0 0 80 80
```

## run.sh

```bash
#!/bin/bash
# OpenROAD 26Q1-2900-gdf79404cd8, Yosys 0.63+post, stock flow scripts
make -C /OpenROAD-flow-scripts/flow DESIGN_CONFIG=/design/flow/config.mk WORK_HOME=/design/flow/orfs finish
```

==> reports/metrics.yaml <==
final_cell_area_um2: 517
grt_pass1_vias: 278
fp-utilization: 0.0835
cts_buffers: 3
worst_ep_required_time_ns: 1.93
synth_area_per_cell_um2: 9.84
warning_count: 25
cp-startpoint: "num_up[0]"
hp-start: "out_num[0]"
grt_pass1_wl_um: 1190
synth_cells: 29
die_x_um: 80
dp_hpwl_um: 633
io_buffers: 11
p_leak_uw: 0.000229
crit_type: "in -> reg"
fillers: 395
antenna_found_initial: 0
finalSetupTns_ns: 0
antennaDiodeCount: 0
drcViolationCount: 0
yosysCellCount: 29
grt_usage: 0.0230
drtAntennaViolNets: 0
period_minus_slack_ns: 1.71
relSlewSlack: 0.884
holdCritPathClass: "reg -> reg"
grt_max_degree: 4
p_per_area_mw_per_mm2: 1460
wl_per_cell_um: 7.25
cts.sinks: 5
rsz0062_at_grt: "false"
worstMarginPinSlew_ns: 0.174
dr.first_iter.drc_count: 5
clk_pin_slew_ns: 0.04
hold_viol: 0
slew_violations: 0
finClkSkew_ns: 0.00349
ys_types: 12
syn_to_final_growth_pct: 81.1
logic_area_um2: 183
finalSetupViolCount: 0
viasPerCell: 2.48
wl_um: 674
h-tree-depth: 1
worstPathArrival_ns: 1.84
chipArea_mm2: 0.00640
largest_reg_flops: 5
core_mm2: 0.00342
gp_congestion: 0.716
timing.rr.start: "out_num[0]"
regArea_um2: 100
outcome: "finished, final reports clean"
insertion_delay_ns: 0.24
firstDrtPassIters: 2
layout-drive-gt1-share: 0.234
path_max_fanout: 2
fmax_mhz: 585
period_used_share: 0.950
cts_tree: "done"
place_area_um2: 475
ys_warn_count: 1
ys_seq_frac: 0.351
syn_area_um2: 285
cts_buffer_depth: 2
cts_root_buf: "clkbuf_4"
startpoint_type: "input pin"
cap_violations: 0
fp.dieH_um: 80
io_pins: 12
worstSetupEndpointType: "register"
cts_setup_buffers: 0
yosysChipArea_um2: 285
ys_ff: 5
grt.overflow.total: 0
rows: 21
hold_buffers: 0
ir_drop_mv: 0.210
vias: 231
-- routing by layer --
| layer | part of all wire | GRT usage | routed length [µm] |
|---|---|---|---|
| met2 | 0.65 | 0.0465 | 439 |
| met5 | 0 | 0 | 0 |
| met1 | 0.30 | 0.0215 | 202 |
| met4 | 0.046 | 0.0123 | 31 |
| met3 | 0.0015 | 0.00227 | 1 |
-- layout by cell type (no fill, tap or decap), drive strengths merged --
| master | netlist | final |
|---|---|---|
| xnor2 | 3 | 3 |
| a21oi | 2 | 2 |
| dlymetal6s2s | 0 | 1 |
| dfxtp | 5 | 5 |
| fa | 1 | 1 |
| and2 | 2 | 2 |
| a21o | 1 | 1 |
| ha | 4 | 4 |
| xor2 | 1 | 1 |
| nand2b | 2 | 2 |
| clkbuf | 0 | 4 |
| nor2 | 2 | 2 |
| buf | 0 | 3 |
| nand2 | 2 | 2 |
| inv | 4 | 4 |
| clkdlybuf4s50 | 0 | 10 |
-- power breakdown --
| part | internal (µW) | switching (µW) |
|---|---|---|
| logic | 270 | 141 |
| clock network | 83.5 | 41.8 |
| registers | 178 | 39.5 |
-- worst max-delay path: stages --
cell and delay, ns:
clkdlybuf4s50_1 0.45, nand2b_1 0.10, ha_2 0.17, inv_1 0.05
fa_2 0.33, nand2b_4 0.14, a21oi_2 0.15, xnor2_1 0.08
-- through the flow --
| stage | utilization | power (µW) | worst slack, ns | std cells | hold slack [ns] |
|---|---|---|---|---|---|
| 5_1_grt | 0.151 | 836 | 0.0107 | 93 | 0.539 |
| 3_3_place_gp | 0.139 | 610 | -0.196 | 89 | 0.476 |
| 6_report | 0.151 | 754 | 0.0895 | 93 | 0.515 |
| 3_5_place_dp | 0.139 | 616 | -0.221 | 89 | 0.479 |
| 4_1_cts | 0.147 | 749 | 0.0284 | 93 | 0.488 |
| 2_1_floorplan | - | 406 | 0.319 | 29 | 0.432 |
-- Yosys cell counts (all sizes together) --
library cell | instances | share of area
dfxtp | 5 | 0.35
ha | 4 | 0.18
inv | 4 | 0.053
xnor2 | 3 | 0.092
a21oi | 2 | 0.061
and2 | 2 | 0.044
nand2 | 2 | 0.026
nand2b | 2 | 0.044
nor2 | 2 | 0.026
a21o | 1 | 0.026
fa | 1 | 0.070
xor2 | 1 | 0.031
-- final timing paths --
check,endpoint,slack (ns),cells past startpoint
max,out_num[4],0.09,8
min,out_num[0],0.51,1
max reg2reg,out_num[4],0.43,6
min reg2reg,out_num[0],0.51,1
-- final cells by class --
class                   instances  share of cell area
multi-input cells              20               0.354
well taps                      46               0.111
inverters                       4              0.0291
flip-flops and latches          5               0.194
clock buffers                   4              0.0508
repair buffers                 14               0.262
-- cell families after synthesis --
logic type	after synthesis	share of synthesized area
AND/OR/NAND/NOR	8	0.140
adder cells (fa/ha/maj)	5	0.246
flip-flops	5	0.351
XOR/XNOR	4	0.123
buffers and inverters	4	0.0526
AND-OR/OR-AND	3	0.0877
-- what timing repair did --
| item | in CTS | in global routing |
|---|---|---|
| setup endpoints to repair | 0 | 1 |
| endpoints found under the hold margin | 0 | 0 |
| gates resized | 0 | 4 |
Power is estimated from default activity; no workload was simulated.
